[design/flow/run.sh]
#!/bin/bash
# OpenROAD 26Q1-2900-gdf79404cd8, Yosys 0.63+post, stock flow scripts
make -C /OpenROAD-flow-scripts/flow DESIGN_CONFIG=/design/flow/config.mk WORK_HOME=/design/flow/orfs finish
[design/flow/config.mk]
export PLATFORM = sky130hd
export DESIGN_NAME = pc_2_1_mux
export DESIGN_NICKNAME = pc_2_1_mux
export VERILOG_FILES = /design/flow/design.v
export SDC_FILE = /design/flow/constraint.sdc
export NUM_CORES = 4
export LEC_CHECK = 1
export CORE_AREA = 10 10 89 89
export DIE_AREA = 0 0 99 99
[design/flow/constraint.sdc]
current_design pc_2_1_mux

set clk_period 6.1
set clk_io_pct 0.2

create_clock -name clk0 -period $clk_period

set non_clock_inputs [all_inputs -no_clocks]
set_input_delay [expr $clk_period * $clk_io_pct] -clock clk0 $non_clock_inputs
set_output_delay [expr $clk_period * $clk_io_pct] -clock clk0 [all_outputs]
[design/flow/design.v]
module pc_2_1_mux (PC_Branch_D,PC_Plus_4_F,PCSrc_D,Jump_D,PC,jumb_out);
input [31:0] PC_Branch_D,jumb_out,PC_Plus_4_F;
input PCSrc_D,Jump_D;
output [31:0] PC;
assign PC = ({PCSrc_D,Jump_D} == 2'b10)?PC_Branch_D:({PCSrc_D,Jump_D} == 2'b01)?jumb_out:PC_Plus_4_F;
endmodule
==> flow_summary.toml <==
# physical design summary
[grt]
busiest_layer = "met2"
track_usage = 0.0891
grt_pass1_vias = 1393
grt_overflow_total = 0
grt_util_met3 = 0.0543
grt_use_met2 = 0.159
grt_antenna_before_repair = 0
grt_pass1_wl_um = 7360
met1_usage = 0.0926
grt_max_degree = 37

[synthesis]
topCombFamilyByArea = "multiplexers"
synthCells = 107
ys_area_um2 = 1080
yosysWarnings = 0
syn_avg_cell_area_um2 = 10.1
xor_area_frac = 0
yosys-stat-cells = 107
synth_top_area_share = 0.888
top_cells_by_area = "mux2i_1 89%, buf_8 8.3%, buf_2 1.4%, buf_6 1.0%, clkbuf_2 0.46%"
synth_area_um2 = 1080
yosysUniqueCellTypes = 5
yosys.area_share.simple = 0
largest_area_cell = "mux2i_1"
aoi_share = 0
ys_seq_frac = 0
muxShareOfSynthArea = 0.888
adder_share = 0

[clock_network]
postCtsSetupBuffers = 0
ctsHoldBuffers = 0
ctsResizeCount = 0

[timing]
finalHoldViolCount = 0
worst_slack_ps = 1870
setup-violations-final = 0
max_slew_margin = 0.617
maxSlewViolCount = 0
fmax_mhz = 236
hold_slack_ps = 3410
tightest_slew_ps = 575
rsz0062_at_grt = "no"
period_used_share = 0.693
period_needed_ps = 4230
totalNegativeSetupSlack_ps = 0

[detailed_routing]
drc = 0
routed_via_density = 4.26
drt-total-wl_um = 4710
wire_per_inst_um = 15.6
antenna_cells = 0
ant_nets = 0
vias = 1291
drt-initial-drc-count = 8
first_pass_iters = 2

[placement]
place_congestion = 0.748
detailedPlace.worstSlack_ps = 1840
dp_hpwl_um = 4070
numPortBuffers = 130

[cells_and_area]
fillCellCount = 585
nClkBuffers = 0
fin_util = 0.395
area_delta_synth_final_pct = 118
comb_area_um2 = 961
seqCellArea_um2 = 0
seq_cell_count = 0
drive_above_1_share = 0.0175

[setup_path]
crit_buf_inv = 3
worstPathRequired_ps = 4880
slowest_stage = "buf_4"
end_kind = "output port"
worst_setup_path_start_kind = "input pin"
crit_family = "buffers and inverters"
slowest_delay_ps = 520
cp_cell_sequence = "buf_4 -> buf_4 -> mux2i_1 -> mux2i_1 -> clkdlybuf4s50_1"
crit_type = "input pin to output port"
cp.arrival_ps = 3010
critPathMaxFanout = 36

[die]
pin_count = 130
initCoreUtil = 0.181
die_h_um = 99
die_area_um2 = 9800
rows = 28
die_w_um = 99
fp.coreArea_um2 = 5990

[power_and_ir_drop]
powerDensity_nw_per_um2 = 69.5
p_leak_nw = 1.08
peakVddDrop_mv = 0.0417
power_w = 0.000164

[run]
log.warning_count = 32
maxCapViolations = 0

[min_path]
hp-class = "input pin to output port"

[run_status]
outcome = "completed"
==> cells by family (layout without fill, tap and decap cells) <==
logic type,Yosys count,count (layout)
buf+inv,11,132
mux,96,96
==> where the power goes <==
part | internal [W] | total (W) | switching [W]
logic | 0.000120 | 0.000164 | 0.0000441
clock network | 0 | 0 | 0
registers | 0 | 0 | 0
total | 0.000120 | 0.000164 | 0.0000441
==> stage by stage <==
stage / instances / instance area, um2
floorplan: 107 / 1080
global placement: 303 / 2360
detailed placement: 303 / 2360
CTS: 303 / 2360
global route: 303 / 2360
finish: 303 / 2360
==> synth_stat cells <==
cell type   n
buf_6       1
buf_8       6
buf_2       3
mux2i_1    96
clkbuf_2    1
==> tightest hold or removal path: stages <==
cell             delay [ps]
buf_2                   100
buf_4                   290
mux2i_1                 180
clkdlybuf4s50_1         410
==> placed cells by master, fill, tap and decap left out, drive strengths merged <==
| cell type | instances |
|---|---|
| buf | 4 |
| mux2i | 96 |
| clkdlybuf4s50 | 128 |
==> final timing paths <==
kind                  startpoint      to  slack [ps]  cells past startpoint
worst max-delay path      Jump_D  PC[10]        1870                      5
worst min-delay path     PCSrc_D   PC[6]        3410                      4
==> final cells by class <==
| type | count | area share |
|---|---|---|
| Multi-Input combinational cell | 96 | 0.407 |
| Tap cell | 75 | 0.0397 |
| Timing Repair Buffer | 132 | 0.554 |
==> layer usage <==
| metal | wire (um) | vias up | part of all wire |
|---|---|---|---|
| met5 | 0 | - | 0 |
| met1 | 1710 | 569 | 0.36 |
| li1 | - | 656 | - |
| met3 | 688 | 0 | 0.15 |
| met2 | 2320 | 66 | 0.49 |
| met4 | 0 | 0 | 0 |
Power is estimated from default activity; no workload was simulated.
